**design/flow/design.v**
```verilog
module FIFObuffer(
  input Clk,
  input RD,
  input WR,
  input Rst,
  input [7:0] dataIn,
  output reg [7:0] dataOut,
  output FULL,
  output EMPTY
);
  reg [3:0] fifo_cnt;
  reg [7:0] FIFO[15:0];
  reg [3:0] readCounter, writeCounter;
  integer i;
  always @(posedge Clk) begin
    if (Rst) begin
      for (i = 0; i < 16; i = i + 1) begin
        FIFO[i] <= 0;
      end
      dataOut <= 0;
      readCounter <= 0;
      writeCounter <= 0;
    end else begin
      if (WR == 1'b1 && !FULL) begin
        FIFO[writeCounter] <= dataIn;
        writeCounter <= writeCounter + 1;
      end
      if (RD == 1'b1 && !EMPTY) begin
        dataOut <= FIFO[readCounter];
        readCounter <= readCounter + 1;
      end
    end
  end
  assign FULL = (fifo_cnt == 16) ? 1'b1 : 1'b0;
  assign EMPTY = (fifo_cnt == 0) ? 1'b1 : 1'b0;
  always @(posedge Clk) begin
    if (Rst) begin
      fifo_cnt <= 0;
    end else begin
      case ({WR, RD})
        2'b10:  
          fifo_cnt <= (fifo_cnt == 16) ? 16 : fifo_cnt + 1;
        2'b01:  
          fifo_cnt <= (fifo_cnt == 0) ? 0 : fifo_cnt - 1;
        default:
          fifo_cnt <= fifo_cnt;
      endcase
    end
  end
endmodule
```
**design/flow/run.sh**
```bash
#!/bin/bash
# OpenROAD 26Q1-2900-gdf79404cd8, Yosys 0.63+post, stock flow scripts
make -C /OpenROAD-flow-scripts/flow DESIGN_CONFIG=/design/flow/config.mk WORK_HOME=/design/flow/orfs finish
```
**design/flow/config.mk**
```make
export PLATFORM = sky130hd
export DESIGN_NAME = FIFObuffer
export DESIGN_NICKNAME = FIFObuffer
export VERILOG_FILES = /design/flow/design.v
export SDC_FILE = /design/flow/constraint.sdc
export NUM_CORES = 4
export LEC_CHECK = 1
export CORE_UTILIZATION = 40
```
**design/flow/constraint.sdc**
```tcl
current_design FIFObuffer

set clk_period 6.0
set clk_io_pct 0.2

create_clock -name clk0 -period $clk_period [get_ports {Clk}]

set non_clock_inputs [all_inputs -no_clocks]
set_input_delay [expr $clk_period * $clk_io_pct] -clock clk0 $non_clock_inputs
set_output_delay [expr $clk_period * $clk_io_pct] -clock clk0 [all_outputs]
```
==> results.json <==
{
  "synth_warnings": 1,
  "utilization_pct": 46.0,
  "ys_async_sr_fraction_pct": 0,
  "cts_hold_buf": 0,
  "grt_start_max_net_pins": 38,
  "p_per_area_nw_per_um2": 314,
  "hp-class": "flop to flop",
  "diodes": 0,
  "warning_count": 29,
  "topCellsByArea": "edfxtp_1 54%, and3_1 11%, mux4_1 9.6%, dfxtp_1 5.6%, mux2i_1 2.4%",
  "slew_viol_final": 0,
  "insertion_delay_ns": 0.41,
  "antenna_left": 0,
  "slew_headroom_pct": 52.9,
  "syn2layout_area_growth_pct": 12.0,
  "rsz0062_at_grt": "no",
  "io_pins": 22,
  "syn_avg_cell_area_um2": 14.9,
  "portBuffers": 20,
  "cts_root_buffer": "clkbuf_16",
  "routabilityCongestion": 0.810,
  "die_width_um": 135,
  "post-route-min-period_ns": 3.42,
  "path_cells": "clkdlybuf4s50_1 -> buf_4 -> and4bb_2 -> a21o_1",
  "cap_violations": 0,
  "cts_tree": "built",
  "die_area_um2": 18400,
  "slowest_delay_ns": 0.77,
  "ys_cells": 478,
  "rrSetupSlack_ns": 3.98,
  "clockBufferDepth": 2,
  "layout.cells.non_filler": 712,
  "dp_hpwl_um": 9180,
  "netlist_area_um2": 7130,
  "fill_cells": 1432,
  "flop_area_um2": 4240,
  "vias": 3990,
  "worst_pin_slew_ns": 0.704,
  "top_area_cell": "edfxtp_1",
  "dr.pass1.iters": 4,
  "core_um2": 17400,
  "drive_gt1_share_pct": 11.1,
  "ys_types": 44,
  "vias_per_cell": 5.60,
  "placed_area_um2": 7330,
  "fp_util_pct": 41.1,
  "p_leak_nw": 3.36,
  "yosys_area_um2": 7130,
  "worst-path-buf-inv": 2,
  "final.setup_skew_ns": 0.00646,
  "status": "complete, no violations",
  "stdcell_area_um2": 7980,
  "post_cts_resized": 0,
  "cts-buffers-inserted": 17,
  "wl_um": 14700,
  "fin_crit_sh_pct": 57.0,
  "wl_per_cell_um": 20.7,
  "cts.clk_slew.worst_paths_ns": 0.06,
  "post_cts_buffers": 0,
  "critPathMaxFanout": 36,
  "worstSetupEndpointType": "flop",
  "required_ns": 6.09,
  "syn_inst": 478,
  "overflow": 0,
  "rows": 48,
  "comb_area_um2": 2500,
  "grt_usage_pct": 18.4,
  "htree_levels": 4,
  "vdd_drop_max_mv": 0.147,
  "post-place-ws_ns": 2.23,
  "finalSetupTns_ns": 0,
  "fmax_mhz": 292,
  "post-place-cells": 680,
  "top_area_share_pct": 53.9,
  "antenna_found_initial": 0,
  "grt_pass1_vias": 3991,
  "ys_ff": 148,
  "timing_worst_setup_path_type": "primary input to flop",
  "die_h_um": 135,
  "postSynthSeqShare_pct": 59.6,
  "drtIter0Drc": 310,
  "flop_cell": "edfxtp_1",
  "setup_viol": 0,
  "numClockSinks": 148,
  "drc": 0,
  "edf_count": 128,
  "cpMaxStageDelayCell": "clkdlybuf4s50_1",
  "hold_viol": 0,
  "cp_top_family": "buffers and inverters",
  "setup_ws_ns": 2.58,
  "grt_pass1_wl_um": 23100,
  "start_kind": "primary input",
  "crit_arrival_ns": 3.51
}
[routing by layer]
layer,track usage [%],up-vias,routed length (um)
li1,-,1883,-
met1,26.9,1939,6160
met2,27.8,153,6990
met3,7.90,15,1330
met4,3.12,0,262
met5,0,-,0
[worst register-to-register path, delay by kind of cell (launching register included)]
| family | cells | cell delay [ns] |
|---|---|---|
| AND-OR/OR-AND | 1 | 0.19 |
| buffers and inverters | 1 | 0.40 |
| flip-flops | 1 | 0.30 |
| multiplexers | 2 | 1.00 |
[Yosys cell counts (2+ instances only)]
master    number
o221ai_1       8
mux2i_1       17
clkbuf_1      28
xor2_1         4
nor3_1         2
o21ai_0        3
a211oi_1       3
clkbuf_2       5
edfxtp_1     128
nand3_1        3
nand2_1        2
buf_8          2
buf_2          7
or3_1          3
a21o_1        16
and3_1       128
a31oi_1        2
nand3b_1       9
inv_2          2
clkbuf_8       5
nand4_1        2
buf_6          4
mux4_2         6
inv_1          5
ha_1           8
dfxtp_1       20
nor2_1         9
buf_12         2
mux4_1        26
a21oi_1        5
[sequential cells by signal, indices dropped and copies added, names as in the netlist]
signal and cells:
FIFO 128, dataOut 8, fifo_cnt 4, readCounter 4, writeCounter 4
[placed cells by master, fill, tap and decap left out, types with 8 or more instances in the layout]
master	n
edfxtp_1	128
and3_1	128
mux4_1	26
clkbuf_16	22
dfxtp_1	20
clkdlybuf4s50_1	20
mux2i_1	17
a21o_1	16
buf_4	11
nor2_1	9
nand3b_1	9
o221ai_1	8
ha_1	8
[logic make-up after synthesis]
logic type / Yosys count / share of synthesized area (%)
AOI/OAI and AO/OA: 39 / 3.97
adders and majority gates: 8 / 1.40
DFF: 148 / 59.6
buffers and inverters: 61 / 5.37
xor gates and xnor gates: 5 / 0.615
other: 1 / 0.0526
and+or+nand+nor: 167 / 15.2
muxes: 49 / 13.9
[cell type report]
cell class / count / share of cell area, %
clock buffers: 28 / 7.43
clock inverters: 4 / 0.659
inverters: 7 / 0.329
multi-input cells: 269 / 31.3
flip-flops and latches: 148 / 53.2
well taps: 225 / 3.53
repair buffers: 31 / 3.54
[power breakdown]
group | switching, W | internal (W) | leakage (nW)
combinational | 0.000133 | 0.0000879 | 1.56
sequential | 0.0000174 | 0.00116 | 1.49
clock | 0.000385 | 0.000719 | 0.316
[through the flow]
stage / hold slack [ns] / power [W]
after floorplan: 0.445 / 0.00135
after global placement: 0.485 / 0.00142
after detailed placement: 0.487 / 0.00142
after CTS: 0.509 / 0.00252
after global routing: 0.550 / 0.00259
final: 0.503 / 0.00250
[final timing paths]
| kind | end | cells after the start | from |
|---|---|---|---|
| min | dataOut[7] | 2 | dataOut[7] |
| max | FIFO[9][3] | 4 | Rst |
| max reg2reg | dataOut[1] | 4 | readCounter[1] |
| min reg2reg | dataOut[7] | 2 | dataOut[7] |
Power figures rest on the tool's default switching activity, not on a simulated workload.
