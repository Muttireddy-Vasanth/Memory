==> flow/design.v <==
module asynchronous_ram1(
  input we_in,            
  input enable_in,        
  input [2:0] addr_in,    
  inout [15:0] data       
);
  reg [15:0] mem[7:0];
  reg [15:0] data_out;
  always @(*) begin
    if (we_in && !enable_in) begin
      mem[addr_in] = data;   
    end
  end
  assign data = (enable_in && !we_in) ? mem[addr_in] : 16'bz;
endmodule
==> flow/run.sh <==
#!/bin/bash
# OpenROAD 26Q1-2900-gdf79404cd8, Yosys 0.63+post, stock flow scripts
make -C /OpenROAD-flow-scripts/flow DESIGN_CONFIG=/design/flow/config.mk WORK_HOME=/design/flow/orfs finish
==> flow/config.mk <==
export PLATFORM = sky130hd
export DESIGN_NAME = asynchronous_ram1
export DESIGN_NICKNAME = asynchronous_ram1
export VERILOG_FILES = /design/flow/design.v
export SDC_FILE = /design/flow/constraint.sdc
export NUM_CORES = 4
export LEC_CHECK = 1
export CORE_UTILIZATION = 30
==> flow/constraint.sdc <==
current_design asynchronous_ram1

set clk_period 3.0
set clk_io_pct 0.2

create_clock -name clk0 -period $clk_period

set non_clock_inputs [all_inputs -no_clocks]
set_input_delay [expr $clk_period * $clk_io_pct] -clock clk0 $non_clock_inputs
set_output_delay [expr $clk_period * $clk_io_pct] -clock clk0 [all_outputs]
==> deck_impl_summary.md <==
Key Metrics from the Run

Yosys
  • YS warnings: 131
  • Mean Syn Cell Area: 11.0 sq um
  • Multiplexer share: 0.146
  • Cell Area, Synth: 3100 sq um
  • Distinct lib cells used: 29
  • Synthesized flop and latch total: 128
  • Aoi share: 0.127
  • Yosys adder share: 0
  • Area share, top type: 0.620
  • Simple-gate share of the synthesized area: 0.0739
  • Dominant combinational family: multiplexers
  • XOR Share, Synth: 0
  • Synth top area cells: dlxtn_1, mux2i_1, o22a_1, nor3b_1, a211oi_1
  • Yosys top cell by area: dlxtn_1
  • Gate Count Post-Synth: 282
  • # Cells Yosys: 282
  • YS chip area: 3100 sq um

Place
  • Dpl hpwl: 3930 um
  • Input/output buffers: 5
  • Dpl cells: 409
  • Gpl congestion: 0.770

Clock tree
  • Cts hold-fix bufs: 0
  • Post_cts resized: 0
  • Post-CTS setup buffer count: 0

Status
  • Halt Reason: [error] [KeplerFormal.cpp:679] Workflow failed: Iso has multiple drivers: .data15, _274_.Y0
  • Failed at: clock tree synthesis
  • Status: stopped before the end

STA
  • Endpoints left unconstrained: 128
  • Register pins left without a clock: 128

Floorplan
  • Die width: 104 um
  • Die Y: 104 um
  • Num ports: 21
  • Rows: 36
  • Floorplan Utilization: 0.313
==> cells in the mapped netlist (all sizes together) <==
cell and count:
o211ai 2, nand3 2, nand4b 2, a32o 1, a21bo 2, a211o 2
o32a 1, or3 1, nand2b 3, a221oi 2, buf 12, a31oi 2
inv 2, mux2i 43, a21oi 1, clkbuf 7, nor2 4, nand2 7
and3b 1, o22a 13, nor3b 14, mux2 2, nor2b 2, dlxtn 128
or3b 1, o22ai 13, a211oi 12
==> cells by family after synthesis <==
group	count (synthesis)
multiplexers	45
buffers and inverters	21
AND-OR/OR-AND	51
latches	128
AND/OR/NAND/NOR	37
==> through the flow <==
stage	setup WS [ns]	instance area [sq um]	util	hold WS (ns)
3_5_place_dp	0.160	3310	0.334	1.83
3_3_place_gp	0.238	3310	0.334	1.83
2_1_floorplan	0.758	3100	-	1.58
