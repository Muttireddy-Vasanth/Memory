--- ./constraint.sdc ---
current_design syn_dual_ram

set clk_period 5.0
set clk_io_pct 0.2

create_clock -name clk0 -period $clk_period [get_ports {clk}]

set non_clock_inputs [all_inputs -no_clocks]
set_input_delay [expr $clk_period * $clk_io_pct] -clock clk0 $non_clock_inputs
set_output_delay [expr $clk_period * $clk_io_pct] -clock clk0 [all_outputs]
--- ./run.sh ---
#!/bin/bash
# OpenROAD 26Q1-2900-gdf79404cd8, Yosys 0.63+post, stock flow scripts
make -C /OpenROAD-flow-scripts/flow DESIGN_CONFIG=/design/flow/config.mk WORK_HOME=/design/flow/orfs finish
--- ./config.mk ---
export PLATFORM = sky130hd
export DESIGN_NAME = syn_dual_ram
export DESIGN_NICKNAME = syn_dual_ram
export VERILOG_FILES = /design/flow/design.v
export SDC_FILE = /design/flow/constraint.sdc
export NUM_CORES = 4
export LEC_CHECK = 1
export CORE_UTILIZATION = 40
--- ./design.v ---
module syn_dual_ram(
  input clk,
  input wr_en,
  input rd_en,
  input rst,
  input [3:0] rd_ad,
  input [3:0] wr_ad,
  input [7:0] data_in,
  output reg [7:0] data_out
);
  parameter RAM_WIDTH = 8;
  parameter RAM_DEPTH = 16;
  parameter ADDR_SIZE = 4;
  reg [RAM_WIDTH-1:0] mem[RAM_DEPTH-1:0];
  integer i;
  initial begin
    data_out = 'bz;
  end
  always @(posedge clk) begin
    if (rst) begin
      for (i = 0; i < RAM_DEPTH; i = i + 1)
        mem[i] <= 0;
      data_out <= 0;
    end
    else begin
      if (wr_en) begin
        mem[wr_ad] <= data_in;
      end
      else if (rd_en) begin
        data_out <= mem[rd_ad];
      end
    end
  end
endmodule
==> flow_metrics.py <==
# Metrics from the implementation run
metrics = {
    "cts": {
        "cts.htree.levels": 4,
        "cts_setup_buffers": 0,
        "clk_latency_ps": 410,
        "cts_buffers": 17,
        "clkSlewWorstSetupHoldPaths_ps": 50,
        "hold_buffers": 0,
        "cts.sinks": 136,
        "root_buffer": "clkbuf_16",
        "ctsResizeCount": 0,
        "cts_max_path_buffers": 2,
        "cts_tree": "yes",
    },
    "critical_path": {
        "critPathBufInv": 2,
        "critical_path.slowest_cell": "nor3_1",
        "r2r_slack_ps": 3560,
        "worstSetupEndpointType": "flip-flop",
        "arrival_ps": 3180,
        "crit_chain": "clkdlybuf4s50_1 > inv_1 > nand4b_1 > nor3_1 > or2_2",
        "path_max_fanout": 15,
        "worstSetupPathType": "in2reg",
        "r2r_cells": 3,
        "slowest_delay_ps": 610,
        "required_ps": 5110,
        "startpoint_type": "input port",
        "worst_r2r_endpoint": "data_out[1]$_SDFFE_PP0P_",
        "reg2reg_from": "mem[12][1]$_SDFFCE_PN0P_",
        "path_delay_family": "simple AND/OR/NAND/NOR gates",
    },
    "floorplanning": {
        "core_um2": 15200,
        "die_y_um": 127,
        "io_pins": 28,
        "die_area_um2": 16100,
        "rows": 45,
        "die_w_um": 127,
        "fp_util": 0.410,
    },
    "power": {
        "p_leak_nw": 2.62,
        "ir_drop_mv": 0.229,
        "swShare": 0.192,
        "pwr-share-clk": 0.482,
        "power.switching_mw": 0.565,
        "power_density_nw_per_um2": 397,
        "combPwrFrac": 0.066,
        "p_seq_frac": 0.453,
        "p_int_mw": 2.37,
    },
    "worst_hold_path": {
        "min_from": "data_out[1]$_SDFFE_PP0P_",
        "holdPathStages": 2,
        "min_to": "data_out[1]$_SDFFE_PP0P_",
        "hold_path_class": "reg2reg",
    },
    "cells_and_area": {
        "finalInstanceArea_um2": 7390,
        "fillers": 1266,
        "fin_cells": 657,
        "logic_area_um2": 2090,
        "area_delta_synth_final_pct": 18.6,
        "flop_area_um2": 4000,
        "drive_gt1_frac": 0.179,
    },
    "final_timing": {
        "fin_crit_sh": 0.613,
        "setup_viol": 0,
        "slew_violations": 0,
        "fmax_mhz": 326,
        "finalHoldViolCount": 0,
        "tightestPinTransition_ps": 877,
        "fin_skew_ps": 11.5,
        "tns_ps": 0,
        "fin_crit_ps": 3070,
        "max_slew_margin": 0.414,
        "rsz0062_at_grt": "false",
    },
    "grt": {
        "grt_pass1_vias": 3516,
        "grt_pass1_wl_mm": 20.6,
        "track_usage": 0.191,
        "grt_max_degree": 24,
        "gr-total-overflow": 0,
        "antenna_found_initial": 0,
    },
    "synth": {
        "syn_area_um2": 6230,
        "netlist_instances": 417,
        "synth_seq_share": 0.642,
        "ys_cells": 417,
        "avgSynthCellArea_um2": 14.9,
        "yosysWarnings": 2,
        "yosysTopAreaCell": "edfxtp_1",
        "yosys.area.top_type_share": 0.617,
        "yosysUniqueCellTypes": 27,
        "synth-seq-cells": 136,
        "topCellsByArea": "edfxtp_1 62%, and2_1 13%, mux4_2 8.3%",
        "yosysChipArea_um2": 6230,
    },
    "placed_design": {
        "port-buffer-count": 27,
        "placed_cells": 625,
        "gp_congestion": 0.840,
        "dpl.hpwl_mm": 8.81,
        "postPlaceCellArea_um2": 6710,
    },
    "routing": {
        "drt-initial-drc-count": 257,
        "wl_per_cell_um": 20.4,
        "ant_nets": 0,
        "firstDrtPassIters": 5,
        "num_vias": 3428,
        "totalWireLength_mm": 13.4,
        "antenna_cells": 0,
        "via_per_inst": 5.22,
        "drc": 0,
    },
    "run_status": {
        "status": "finished clean",
    },
    "flow_run": {
        "log.warning_count": 25,
        "cap_violations": 0,
    },
}
## cell families (layout without fill, tap and decap cells)
family          after synthesis  after routing  share of synthesized area
simple gates                171            171                      0.164
compound gates               37             37                     0.0462
mux                          49             49                      0.125
buf+inv                      24             76                     0.0225
flops                       136            136                      0.642
## stage by stage
step                hold slack (ps)  total power, mW   util  setup slack, ps
finish                          487             2.94  0.486             1930
global route                    516             3.03  0.486             1690
CTS                             490             2.96  0.486             1940
detailed placement              478             1.55  0.442             1520
global placement                466             1.55  0.442             1660
floorplan                       429             1.46      -             2550
## synth_stat cells
master and n:
and2_1 129, edfxtp_1 128, nor2b_1 1, o211ai_1 9, clkbuf_2 1, or4b_4 1, inv_1 2, o21ai_0 13
a21oi_1 1, o21ai_1 6, clkbuf_1 9, buf_2 6, or2_2 4, nand2b_1 3, nor3_1 2, mux2i_1 26
buf_4 1, nand2_1 12, buf_6 5, nor3_2 2, nand4_1 2, a221oi_2 8, mux4_2 23, nor2_1 13
nand4b_1 1, nor3b_1 1, dfxtp_1 8
## worst max path at each step
stage	start	endpoint	slack, ps	cells after the start
final	rst	mem[4][7]$_SDFFCE_PN0P_	1930	5
after global routing	rst	mem[4][0]$_SDFFCE_PN0P_	1690	5
after CTS	rst	mem[4][7]$_SDFFCE_PN0P_	1940	5
## layout make-up
type / count / area share
clock buffers: 17 / 0.0575
clock inverters: 15 / 0.0345
inverters: 2 / 0.00102
multi-input cells: 257 / 0.283
flip-flops and latches: 136 / 0.541
well taps: 188 / 0.0318
repair buffers: 42 / 0.0511
## worst register-to-register path: cells and delay by family (launching register included)
kind,cells,cell delay (ps)
AOI/OAI and AO/OA,2,410
muxes,1,530
DFF,1,360
## registers in the layout, indices dropped and copies added (netlist names)
signal and flops:
data_out 8, mem 128
## power groups by stage
| stage | clock, mW | combinational, mW | sequential [mW] |
|---|---|---|---|
| final | 1.41 | 0.193 | 1.33 |
| after global routing | 1.49 | 0.210 | 1.33 |
| after CTS | 1.44 | 0.196 | 1.33 |
## metal layers
metal	part of all wire	track usage	up-vias
met1	0.43	0.295	1665
met5	0	0	-
li1	-	-	1630
met2	0.46	0.281	120
met3	0.094	0.0726	13
met4	0.017	0.0378	0
## placed cells by master, fill, tap and decap left out
master	netlist	layout
nand2b_1	3	3
nor3_2	2	2
buf_2	6	1
and2_1	129	129
o211ai_1	9	9
clkbuf_16	0	17
o21ai_0	13	13
nor3b_1	1	1
inv_1	2	2
mux2i_1	26	26
clkinv_1	0	2
or2_2	4	4
buf_4	1	15
nand4_1	2	2
mux4_2	23	23
clkdlybuf4s50_1	0	26
o21ai_1	6	6
edfxtp_1	128	128
dfxtp_1	8	8
nand4b_1	1	1
clkinv_2	0	3
or4b_4	1	1
nand2_1	12	12
a221oi_2	8	8
nor2_1	13	13
nor2b_1	1	1
a21oi_1	1	1
nor3_1	2	2
bufinv_16	0	7
clkinvlp_4	0	3
No activity file was given, so power comes from the tool's default toggle rates.
